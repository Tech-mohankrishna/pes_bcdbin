==> flow/config.mk <==
export PLATFORM = sky130hd
export DESIGN_NAME = pes_bcdbin
export DESIGN_NICKNAME = pes_bcdbin
export VERILOG_FILES = /design/flow/design.v
export SDC_FILE = /design/flow/constraint.sdc
export NUM_CORES = 4
export LEC_CHECK = 1
export CORE_AREA = 10 10 104 104
export DIE_AREA = 0 0 114 114
==> flow/constraint.sdc <==
current_design pes_bcdbin

set clk_period 3.5
set clk_io_pct 0.2

create_clock -name clk0 -period $clk_period [get_ports {clk}]

set non_clock_inputs [all_inputs -no_clocks]
set_input_delay [expr $clk_period * $clk_io_pct] -clock clk0 $non_clock_inputs
set_output_delay [expr $clk_period * $clk_io_pct] -clock clk0 [all_outputs]
==> flow/design.v <==
`timescale 1ns / 1ps
module pes_bcdbin(
	input clk,rst_n,
	input start,
	input[3:0] dig1,dig0,
	output reg[6:0] bin,  
	output reg ready,done_tick
    );
	 localparam[1:0] idle=2'd0,
							op=2'd1,
							done=2'd2;
	 reg[1:0] state_reg,state_nxt;
	 reg[6:0] bin_nxt;
	 reg[3:0] dig1_reg,dig1_nxt;
	 reg[3:0] dig0_reg,dig0_nxt;
	 reg[2:0] n_reg,n_nxt;  
	 always @(posedge clk,negedge rst_n) begin
		if(!rst_n) begin
			state_reg<=idle;
			bin<=0;
			dig1_reg<=0;
			dig0_reg<=0;
			n_reg<=0;
		end
		else begin
			state_reg<=state_nxt;
			bin<=bin_nxt;
			dig1_reg<=dig1_nxt;
			dig0_reg<=dig0_nxt;
			n_reg<=n_nxt;
		end
	 end
	 always @* begin
		state_nxt=state_reg;
		bin_nxt=bin;
		dig1_nxt=dig1_reg;
		dig0_nxt=dig0_reg;
		n_nxt=n_reg;
		ready=0;
		done_tick=0;
		case(state_reg)
				idle: begin
							ready=1;
							if(start) begin
								bin_nxt=0;
								dig1_nxt=dig1;
								dig0_nxt=dig0;
								n_nxt=7;  
								state_nxt=op;
							end
						end
				  op: begin  
							if( {dig1_reg[0],dig0_reg[3:1]} >= 8 )  
								dig0_nxt= {dig1_reg[0],dig0_reg[3:1]} - 3;
							else dig0_nxt= {dig1_reg[0],dig0_reg[3:1]};
							dig1_nxt=dig1_reg>>1;
							bin_nxt={dig0_reg[0],bin[6:1]};
							n_nxt=n_reg-1;
							if(n_nxt==0) state_nxt=done;
						end
				done: begin
							done_tick=1;
							state_nxt=idle;
						end
			default: state_nxt=idle;
		endcase
	 end
endmodule
==> flow/run.sh <==
#!/bin/bash
# OpenROAD 26Q1-2900-gdf79404cd8, Yosys 0.63+post, stock flow scripts
make -C /OpenROAD-flow-scripts/flow DESIGN_CONFIG=/design/flow/config.mk WORK_HOME=/design/flow/orfs finish
==> CHANGELOG.md <==
## Implementation

- First-pass GRT wire length: 3774 um
- CP Class: reg2out
- Vias per cell: 3.227
- Max Slew Vio Count: 0
- Met3 wire length: 196 um
- Synth warn: 1
- Hold Startpoint: state_reg[1]$_DFF_PN0_
- Clock sinks: 21
- Worst path slowest cell: dfstp_2
- Slew HR: 0.5906
- Initial antenna violation count: 0
- Yosys Chip Area: just under 0.001 mm2
- WP buf/inv: 1
- Synth Instances: between 80 and 90
- Width of the die: 114 um
- Fraction of registers with async set/reset: 1.000
- Core area: 0.008678 mm2
- CP Cell Sequence: clkdlybuf4s50_1
- R2r worst-path depth: 3
- Final Hold Viols: 0
- Max reg flops: 7
- Synth cell types: 32
- Maximum net fanout on the critical path: 7
- Clock Power Share: 0.375
- Top Layer Used: met3
- Yosys top cell area share: 0.5051
- R2R Setup Slk: about 1.8 ns
- Placed cell count: 212
- Top_reg_cell synth: dfrtp_1
- RSZ-0062 raised after global routing: false
- Setup TNS: 0 ns
- DRT Pass-1 Iters: 4
- IO buf count: 19
- CTS clk-pin slew, worst paths: 0.07 ns
- Power per Cell Area: 310.1 mW/mm2
- Slew of the pin with the lowest slew margin: 0.6013 ns
- Final WL: around 2200 um
- TritonCTS Buffers: 3
- Via count of the first global-routing pass: approximately 730
- Initial Util: 0.1142
- Mean Syn Cell Area: 11.52 um2
- Tmin final: 2.080 ns
- Post-route antenna net violation count: 0
- Final setup violation count: 0
- Seq cells post-synth: 21
- Post-synthesis sequential area ratio: 0.5316
- Area growth, synth to finish: 36.62%
- Reg-to-reg endpoint: dig0_reg[2]$_DFFE_PN0P_
- Total GRT Usage: 0.03551
- CP startpoint kind: flip-flop
- Clock buffer depth: 2
- Setup crit end kind: primary output
- CTS tree: yes
- Root Buffer: clkbuf_8
- Non-filler cells, final: approximately 220
- Drt first-iter violations: 33
- Final GP Congestion: 0.7169
- Clock Latency Late Sink: 0.25 ns
- N_diodes: 0
- Log Warnings: 28
- Post-synth area hogs: dfrtp_1 (51%), a22o_1 (7.1%), ha_1 (5.1%), mux2i_1 (4.0%), o21ai_1 (3.0%)
- CP required: 2.80 ns
- Delay of the slowest cell on the worst path: around 0.62 ns
- I/O pins: 20
- Setup Skew: 0.0004410 ns
- Post-CTS Hold Buffers: 0
- VDD IR-drop max: 0.1668 mV
- Met1 WL: 1253 um
- Reg power frac: 0.578
- Net Switching: 84.99 uW
- Yosys cell count: 86
- Leading area contributor after synthesis: dfrtp_1
- Die ar.: 0.01300 mm2
- Mapped Area: 991.0 um2
- Hold path depth: 1
- Power share of the combinational group: 0.048
- GRT overflow: 0
- Detail Placement HPWL: 1652 um
- Largest net degree at the start of global routing: 22
- Sw frac: 0.2025
- Fin crit share: 0.5942
- Vias post-DR: 697
- Wire per inst: between 10 and 15 um
- H-tree lvl count: 1
- Reg-to-Reg Start: state_reg[0]$_DFF_PN1_
- Largest delay share family, worst path: flip-flops
- Run status: finished, final reports clean
- Layout cell share with drive strength beyond 1: 0.1111
- Setup Buffers After CTS: 0
- Worst hold-check path type: reg2reg
- Max Freq: 480.8 MHz
- MaxCap Viol Count: 0
- DRC viols: 0
- Pleak: about 0.57 nW
- Post-CTS sizing: 0
- Met2 WL: roughly 760 um
- Die y size: 114 um
- Cell row count: 34
- Pint: between 300 and 400 uW
- Crit path DAT: 1.38 ns
- Flip-flops with a built-in enable: 0
- Worst hold endpoint: state_reg[0]$_DFF_PN1_
cell families (layout without fill, tap and decap cells):
| logic type | Yosys count | after routing | share of synthesized area |
|---|---|---|---|
| AND-OR/OR-AND | 26 | 26 | 0.1856 |
| XOR/XNOR | 2 | 2 | 0.01768 |
| adder cells (fa/ha/maj) | 4 | 4 | 0.05051 |
| buffers and inverters | 7 | 29 | 0.03409 |
| flip-flops | 21 | 21 | 0.5316 |
| multiplexers | 6 | 6 | 0.07449 |
| AND/OR/NAND/NOR | 20 | 20 | 0.1061 |
power by group through the flow:
stage	logic (mW)	registers (mW)	clock network, mW
6_report	0.0200	0.242	0.157
5_1_grt	0.0220	0.242	0.173
4_1_cts	0.0206	0.242	0.161
metal layers:
metal,GRT usage,vias to the layer above
met5,0,-
met4,0,0
met3,0.01967,0
met2,0.04290,18
met1,0.05583,333
li1,-,346
cell usage in the layout (no fill, tap or decap), types with 2 or more instances in the layout:
master	n
dfrtp_1	20
nand2_1	8
clkbuf_8	3
clkdlybuf4s50_1	19
ha_1	4
o21ai_1	6
mux2i_1	4
a22o_1	8
inv_1	5
or2_2	2
nor2_1	4
o21ai_0	3
through the flow:
stage               hold WS, ns  utilization  worst slack (ns)  area (um2)  total power [mW]
floorplan                0.4044            -             1.952       991.0            0.2487
global placement         0.4550       0.1508             1.241        1309            0.2680
detailed placement       0.4655       0.1508             1.208        1309            0.2679
CTS                      0.4833       0.1560             1.409        1354            0.4243
global route             0.5154       0.1560             1.347        1354            0.4376
finish                   0.4799       0.1560             1.420        1354            0.4198
how the worst max path moves through the flow:
stage                                  start     to  slack, ns  cells after the start
after CTS             state_reg[0]$_DFF_PN1_  ready       1.41                      1
after global routing  state_reg[0]$_DFF_PN1_  ready       1.35                      1
final                 state_reg[0]$_DFF_PN1_  ready       1.42                      1
cells in the mapped netlist, drive strengths merged, types with 2 or more instances:
cell type / count
a22o: 8
dfrtp: 20
ha: 4
inv: 5
mux2i: 5
nand2: 8
nor2: 5
o21ai: 9
or2: 2
layout make-up:
class	instances	area [um2]
Multi-Input combinational cell	58	430.4
Timing Repair Buffer	20	197.7
Tap cell	108	135.1
Sequential cell	21	526.8
Inverter	5	18.77
Clock buffer	4	45.04
Fill cell	976	7325
Power is estimated from default activity; no workload was simulated.
